$ cat design.v
module puls_gen(CLK, RST_N, KEY, PULS);
	input CLK;
	input RST_N;
	input KEY;
	output PULS;
	reg delay_KEY;
	always @(posedge CLK) begin
		if(!RST_N) begin
			delay_KEY <= 1'b1;
		end else begin
			delay_KEY <= KEY;
		end
	end
	assign PULS = ({delay_KEY, KEY} == 2'b10) ? 1'b0 : 1'b1;
endmodule
module dec_7seg(IN, OUT);
	input [3:0] IN;
	output [6:0] OUT;
	function [6:0] dec;
		input [3:0] data;
		case (data)
			4'h0: dec = 7'b1000000;
			4'h1: dec = 7'b1111001;
			4'h2: dec = 7'b0100100;
			4'h3: dec = 7'b0110000;
			4'h4: dec = 7'b0011001;
			4'h5: dec = 7'b0010010;
			4'h6: dec = 7'b0000010;
			4'h7: dec = 7'b1011000;
			4'h8: dec = 7'b0000000;
			4'h9: dec = 7'b0010000;
			4'ha: dec = 7'b0001000;
			4'hb: dec = 7'b0000011;
			4'hc: dec = 7'b1000110;
			4'hd: dec = 7'b0100001;
			4'he: dec = 7'b0000110;
			4'hf: dec = 7'b0001110;
			default: dec = 7'b1111111;
		endcase
	endfunction
	assign OUT = dec(IN);
endmodule
module bin2dec(BIN, DEC1, DEC0);
	input [6:0] BIN;
	output [3:0] DEC1, DEC0;
	assign DEC1 = (BIN >= 7'd90) ? 4'h9 : 
				  (BIN >= 7'd80) ? 4'h8 : 
				  (BIN >= 7'd70) ? 4'h7 : 
				  (BIN >= 7'd60) ? 4'h6 : 
				  (BIN >= 7'd50) ? 4'h5 : 
				  (BIN >= 7'd40) ? 4'h4 : 
				  (BIN >= 7'd30) ? 4'h3 : 
				  (BIN >= 7'd20) ? 4'h2 : 
				  (BIN >= 7'd10) ? 4'h1 : 4'h0;
	assign DEC0 = (BIN >= 7'd90) ? BIN - 7'd90 : 
				  (BIN >= 7'd80) ? BIN - 7'd80 : 
				  (BIN >= 7'd70) ? BIN - 7'd70 : 
				  (BIN >= 7'd60) ? BIN - 7'd60 : 
				  (BIN >= 7'd50) ? BIN - 7'd50 : 
				  (BIN >= 7'd40) ? BIN - 7'd40 : 
				  (BIN >= 7'd30) ? BIN - 7'd30 : 
				  (BIN >= 7'd20) ? BIN - 7'd20 : 
				  (BIN >= 7'd10) ? BIN - 7'd10 : BIN;
endmodule
module game(CLK, DEBUG, CHANGE, STOP, ENTER, RESET, LEDR, LEDG, HEX7, HEX6, HEX5, HEX4, HEX3, HEX2, HEX1, HEX0);
	input CLK, DEBUG;
	input CHANGE, STOP, ENTER, RESET;
	output [17:0] LEDR;
	output [8:0] LEDG;
	output [6:0] HEX7, HEX6, HEX5, HEX4, HEX3, HEX2, HEX1, HEX0;
	reg [1:0] state;
	reg [17:0] ledr;
	reg lr;
	reg [25:0] counter;
	reg [25:0] counter2;
	reg [4:0] count_sec;
	reg [6:0] count_10msec;
	reg [31:0] speed;
	wire change, enter, stop;
	wire [3:0] sec_10, sec_1, msec_10, msec_1;
	parameter cnt_speed = 5000000;
	parameter cnt_1sec = 100;
	parameter cnt_10msec = 500000;
	puls_gen puls_change(CLK, RESET, CHANGE, change);
	puls_gen puls_enter(CLK, RESET, ENTER, enter);
	puls_gen puls_stop(CLK, RESET, STOP, stop);
	always @(posedge CLK) begin
		if(!RESET) begin
			ledr <= 0;
			lr <= 0;
			state <= 2'd0;
			counter <= 0;
			counter2 <= 0;
			count_sec <= 0;
			count_10msec <= 0;
			speed <= 0;
		end else begin
			if (state == 2'd0) begin
				state <= (!enter)? 2'd1 : 2'd0; 
				ledr <= {1'b1, 7'b0, 1'b1, 8'b0, 1'b1};
				speed <= cnt_speed;
			end
			if (state == 2'd1) begin
				if (counter >= speed - 1) begin
					ledr[16:1] <= (lr)? {ledr[15:1], ledr[16]} : {ledr[1], ledr[16:2]};  
					speed <= speed - 32'd15000;
					counter <= 0;
				end else begin
					counter <= counter + 1;
				end
				if(counter2 >= cnt_10msec - 1'b1) begin
					count_10msec <= count_10msec + 7'd1;
					counter2 <= 0; 
					if (count_10msec >= cnt_1sec - 1'b1) begin
						count_sec <= count_sec + 5'd1;
						count_10msec <= 0;
					end
				end else begin
					counter2 <= counter2 + 1'b1;
				end
				state <= (ledr[1] == 1 || ledr[16] == 1)? 2'd3 : (!stop)? 2'd2 : 2'd1;
				lr <= (!change)? ~lr : lr;
			end
			if (state == 2'd2) begin
				state <= (!stop)? 2'd1 : 2'd2;
			end
			if (state == 2'd3) begin
				state <= (!RESET)? 2'd0 : 2'd3;
			end
		end
	end
	assign LEDR = ledr;
	assign HEX6 = 7'h7f;
	assign HEX5 = 7'h7f;
	assign HEX4 = 7'h7f;
	bin2dec sec({2'b0, count_sec}, sec_10, sec_1);
	bin2dec msec(count_10msec, msec_10, msec_1);
	dec_7seg dec_state({2'b0, state}, HEX7);
	dec_7seg HEX_sec_10(sec_10, HEX3);
	dec_7seg HEX_sec_1(sec_1, HEX2);
	dec_7seg HEX_msec_10(msec_10, HEX1);
	dec_7seg HEX_msec_1(msec_1, HEX0);
endmodule			
module de2_board(CLK, SW, KEY, LEDR, LEDG, HEX7, HEX6, HEX5, HEX4, HEX3, HEX2, HEX1, HEX0);
	input CLK;
	input [17:0] SW;
	input [3:0] KEY;
	output [17:0] LEDR;
	output [8:0] LEDG;
	output [6:0] HEX7, HEX6, HEX5, HEX4, HEX3, HEX2, HEX1, HEX0;
	game game1(CLK, SW[17], KEY[3], KEY[2], KEY[1], KEY[0], LEDR, LEDG, HEX7, HEX6, HEX5, HEX4, HEX3, HEX2, HEX1, HEX0);
endmodule
$ cat run.sh
#!/bin/bash
# OpenROAD 26Q1-2900-gdf79404cd8, Yosys 0.63+post, stock flow scripts
make -C /OpenROAD-flow-scripts/flow DESIGN_CONFIG=/design/flow/config.mk WORK_HOME=/design/flow/orfs finish
$ cat config.mk
export PLATFORM = sky130hd
export DESIGN_NAME = de2_board
export DESIGN_NICKNAME = de2_board
export VERILOG_FILES = /design/flow/design.v
export SDC_FILE = /design/flow/constraint.sdc
export NUM_CORES = 4
export LEC_CHECK = 1
export CORE_UTILIZATION = 30
$ cat constraint.sdc
current_design de2_board

set clk_period 11.4
set clk_io_pct 0.2

create_clock -name clk0 -period $clk_period [get_ports {CLK}]

set non_clock_inputs [all_inputs -no_clocks]
set_input_delay [expr $clk_period * $clk_io_pct] -clock clk0 $non_clock_inputs
set_output_delay [expr $clk_period * $clk_io_pct] -clock clk0 [all_outputs]
==> flow_summary.yaml <==
# implementation run metrics
final_timing:
  whs_ns: 0.476
  timing.final.crit_share_pct: 59.0
  setup_viol: 0
  fin_crit_ns: 6.73
  rsz0062_at_grt: "false"
  final_max_slew_viol_count: 0
  skew_ns: 0.0113
  relSlewSlack_pct: 44.5
  setup-tns-final_ns: 0
  worst_slew_pin_slew_ns: 0.830
  max_freq_ghz: 0.149
  finalHoldViolations: 0
floorplanning:
  rows: 61
  die_w_um: 170
  core_mm2: 0.0277
  num_io_pins: 106
  die_area_mm2: 0.0288
  dieHeight_um: 170
  fp_util_pct: 30.5
clocking:
  clockBufferDepth: 2
  cts_setup_buffers: 0
  h-tree-depth: 4
  cts_hold_buf: 0
  cts_buffers: 17
  cts_tree: "done"
  cts_resized: 0
  clkLatencyLatePin_ns: 0.42
  clkTransAtPathRegs_ns: 0.06
  cts.sinks: 124
  root_buffer: "clkbuf_16"
yosys:
  syn-instance-count: 1068
  synth_area_per_cell_um2: 7.91
  yosysTopAreaCellShare_pct: 29.4
  yosysTopAreaCell: "dfxtp_1"
  synth_cell_types: 74
  synth_flops: 124
  topCellsByArea: "dfxtp_1 29%, ha_1 9.5%, nor2_1 5.8%"
  syn-cell-area_mm2: 0.00845
  ys_warn_count: 12
  synth_dominant_cell_count: "nor2_1"
  yosys-top-cells-count: "130 x nor2_1, 124 x dfxtp_1, 99 x nand2_1"
  synthArstFlopShare_pct: 0
  ys_cells: 1068
  ys_seq_share_pct: 29.4
  yosys-stat-area_mm2: 0.00845
  enable_flop_cells: 0
  ys.flop_type: "dfxtp_1"
flow_run:
  cap_viol_max_count: 0
  warnings: 68
power:
  design_power_total_mw: 1.06
  p_leak_nw: 3.76
  peakVddDrop_uv: 84.0
  p_per_area_mw_per_mm2: 109
grt:
  grt_pass1_wl_mm: 32.1
  grt_max_degree: 54
  grt_use_total_pct: 13.4
  gr-max-usage-layer: "met2"
  antenna_found_initial: 0
  met3_usage_pct: 2.07
  grt_use_met2_pct: 21.0
  overflow: 0
  grt_pass1_vias: 6557
  use_met1_pct: 20.2
placed_design:
  port_buffers: 55
  hpwl_mm: 12.9
  place_congestion: 0.865
  postPlaceCellArea_mm2: 0.00918
worst_setup_path:
  cp.required_ns: 9.12
  cpMostUsedCell: "ha_1"
  cp-end-kind: "output pin"
  r2r_cells: 16
  crit_type: "reg -> out"
  start_kind: "register"
  crit_path_top_delay_cell: "dfxtp_1"
  worst_ep_arrival_time_ns: 4.45
  slowest_delay_ns: 0.62
  crit_chain: "clkinv_1, ha_1, a2111oi_0, buf_4, o21ai_0, a21o_1, o211ai_1, a21bo_2, xnor2_1, ha_1, nand2b_1, a21boi_0, mux2i_1, clkdlybuf4s50_1"
  worstPathMaxFanout: 15
detailed_routing:
  wl_per_cell_um: 12.6
  via_per_inst: 4.82
  ant_nets: 0
  first_pass_iters: 5
  drt_iter0_drc: 411
  drc: 0
  antennaDiodeCount: 0
  dr_total_vias: 7145
  totalWireLength_mm: 18.7
min_path:
  hold_depth: 2
  hp-class: "reg -> reg"
cells_and_area:
  drive_gt1_share_pct: 6.89
  final_util_pct: 35.2
  fin_area_mm2: 0.00976
  synthToLayoutAreaGrowth_pct: 15.5
outcome:
  status: "complete, no violations"
[layout by cell type, fill, tap and decap left out, types with 14 or more instances in the layout]
cell               n
mux2i_1           17
o21ai_0           41
conb_1            32
nand2_1           99
dfxtp_1          124
xnor2_1           51
inv_1             42
and3_1            16
mux2_2            14
nand2b_1          15
or4_1             14
nand3_1           36
xor2_1            31
ha_1              64
a21oi_1           51
clkdlybuf4s50_1   55
nor3_1            26
nor2_1           130
clkbuf_16         17
or3_1             19
buf_4             15
nand3b_1          14
[cells by family (layout without fill, tap and decap cells)]
kind of cell	after synthesis	in the layout	synth area share (%)
compound gates	197	197	15.4
xor+xnor	82	82	8.50
fa+ha+maj	64	64	9.48
buf+inv	140	145	8.16
flops	124	124	29.4
mux	31	31	3.88
other cells	2	32	0.0889
simple gates	428	428	25.1
[worst max-delay path, delay by kind of cell (launching register included)]
family          cells  cell delay, ns
fa+ha+maj           2            0.65
simple gates        1            0.10
flops               1            0.62
mux                 1            0.19
xor+xnor            1            0.25
compound gates      6            1.12
buf+inv             3            1.12
[area by class of cell]
cell class,instances,area [um^2]
clock inverter,14,148
clock buffer,17,425
tap,378,473
sequential,124,2480
inverter,44,165
timing repair buffer,70,663
multi-input combinational,834,5400
fill,2832,17900
[through the flow]
step | setup slack (ns) | cells
4_1_cts | 4.62 | 1481
2_1_floorplan | 5.46 | 1098
6_report | 4.67 | 1481
5_1_grt | 4.29 | 1481
3_3_place_gp | 5.19 | 1450
3_5_place_dp | 5.14 | 1450
[final timing paths]
kind                          from              end  slack [ns]
max          game1.count_10msec[3]          HEX0[3]        4.67
min                game1.speed[30]  game1.speed[30]        0.48
max reg2reg         game1.speed[3]  game1.speed[12]        6.65
min reg2reg        game1.speed[30]  game1.speed[30]        0.48
[layer usage]
layer	up-vias	wire (um)
met5	-	0
met4	0	245
met2	145	8200
met3	14	803
li1	3738	-
met1	3248	9450
[registers in the layout, summed over array words and instances, names as in the netlist]
| signal | flops |
|---|---|
| HEX7 | 5 |
| game1.count_10msec | 7 |
| game1.count_sec | 5 |
| game1.counter | 26 |
| game1.counter2 | 26 |
| game1.ledr | 17 |
| game1.lr | 1 |
| game1.puls_change.delay_KEY | 1 |
| game1.puls_enter.delay_KEY | 1 |
| game1.puls_stop.delay_KEY | 1 |
| game1.speed | 32 |
| game1.state | 2 |
[where the power goes]
part           switching, mW  internal (mW)  leakage (nW)
clock                  0.208          0.320         0.267
combinational         0.0498         0.0329          2.49
sequential            0.0100          0.441          1.00
total                  0.268          0.794          3.76
No activity file was given, so power comes from the tool's default toggle rates.
